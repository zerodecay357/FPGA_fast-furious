`run.sh`:
```
#!/bin/bash
# OpenROAD 26Q1-2900-gdf79404cd8, Yosys 0.63+post, stock flow scripts
make -C /OpenROAD-flow-scripts/flow DESIGN_CONFIG=/design/flow/config.mk WORK_HOME=/design/flow/orfs finish
```
`design.v`:
```
`timescale 1ns / 1ps
module shift_reg #(
    parameter [7:0] SEED = 8'b10101111
)
(
    input clk,
    input reset, 
    input spawn, 
    output reg [6:0] random
);
    reg [7:0] lfsr_reg;
    wire feedback;
    assign feedback = lfsr_reg[7] ^ lfsr_reg[5] ^ lfsr_reg[4] ^ lfsr_reg[2];
    always @(posedge clk or posedge reset) begin
        if (reset) begin
            lfsr_reg <= SEED;
        end
        else begin
            lfsr_reg <= {lfsr_reg[6:0], feedback};
        end
    end
    always @(posedge clk or posedge reset) begin
        if (reset) begin
            random <= SEED[6:0]; 
        end
        else if (spawn) begin
            random <= lfsr_reg[6:0];
        end
    end
endmodule
```
`constraint.sdc`:
```
current_design shift_reg

set clk_period 1.4
set clk_io_pct 0.2

create_clock -name clk0 -period $clk_period [get_ports {clk}]

set non_clock_inputs [all_inputs -no_clocks]
set_input_delay [expr $clk_period * $clk_io_pct] -clock clk0 $non_clock_inputs
set_output_delay [expr $clk_period * $clk_io_pct] -clock clk0 [all_outputs]
```
`config.mk`:
```
export PLATFORM = sky130hd
export DESIGN_NAME = shift_reg
export DESIGN_NICKNAME = shift_reg
export VERILOG_FILES = /design/flow/design.v
export SDC_FILE = /design/flow/constraint.sdc
export NUM_CORES = 4
export LEC_CHECK = 1
export CORE_AREA = 10 10 85 85
export DIE_AREA = 0 0 95 95
```
==> GITHUB_STEP_SUMMARY <==
## PnR job results

| Metric | Value |
|---|---|
| Setup crit end kind | `output port` |
| Count leader, synth | `dfstp_2` |
| Chip width | `95 um` |
| Reg2reg setup slack | `450 ps` |
| CTS H-tree lvls | `1` |
| Crit path DRT | `1120 ps` |
| GP Congestion | `0.762` |
| Setup CP Type | `flop to output port` |
| Post-route minimum period | `1330 ps` |
| Sequential share of power | `54.1%` |
| Pre-Place Util | `9.79%` |
| Top-area cell share | `54.0%` |
| Maxcap violations | `0` |
| Outcome | `completed` |
| Worst reg2reg endpoint | `lfsr_reg[0]$_DFF_PP1_` |
| Max FFs per register | `8` |
| Vias in the first global route | `287` |
| Fraction of layout cells with a size suffix above 1 | `60.5%` |
| Final WS setup | `67.9 ps` |
| Worst slew pin tran | `183 ps` |
| Ant. Diodes | `0` |
| Leak | `0.367 nW` |
| Fill count | `619` |
| Syn Area/Cell | `19.8 um2` |
| Tot Pwr | `0.805 mW` |
| Die area | `9030 um2` |
| Tcrit/Tclk final | `95.2%` |
| Avg WL per Cell | `7.52 um` |
| Area of the core | `5470 um2` |
| Placed cell count | `109` |
| Via/cell ratio | `2.23` |
| Final core occ | `14.4%` |
| Crit. path cell count | `1` |
| Via Count | `256` |
| Commonest cells post-synth | `11 x dfstp_2, 7 x mux2_4, 4 x dfrtp_1` |
| Critical Path AT | `1050 ps` |
| Overall routing resource usage | `2.22%` |
| Yosys stat chip area | `536 um2` |
| Clock Power Share | `42.1%` |
| DR pass1 iterations | `3` |
| Pwr dens | `1020 nW/um2` |
| CP max-delay cell | `clkdlybuf4s50_1` |
| Slew headroom | `87.8%` |
| Initial antenna violation count | `0` |
| Die height | `95 um` |
| Area of placed instances | `732 um2` |
| Comb pwr share | `3.8%` |
| FMAX | `751 MHz` |
| CTS tree | `done` |
| Min-Delay Path Class | `primary input to asynchronous set/reset pin` |
| Pin count of the biggest net entering global routing | `16` |
| FF-to-FF path depth | `2` |
| Internal power | `0.648 mW` |
| Startpoint Class | `flop` |
| Cell count after synthesis | `27` |
| Crit path buffers/inverters | `1` |
| Synth flops | `15` |
| Max-slew violations | `0` |
| Total congestion overflow | `0` |
| Warnings, synthesis | `1` |
| Post-synth EDFFs | `0` |
| First-pass GRT wire length | `1500 um` |
| Net switching fraction of the power | `19.5%` |
| Final design area excluding fillers | `790 um2` |
| Cell Type Count | `7` |
| Final std cells w/o fill | `115` |
| Worst r2r src | `lfsr_reg[2]$_DFF_PP1_` |
| Number of setup violations in the final report | `0` |
| Unrepaired setup endpoints after global routing | `false` |
| Skew final | `5.90 ps` |
| Root Buffer | `clkbuf_8` |
| Top sig layer | `met3` |
| Setup TNS | `0 ps` |
| CTS Buf Count | `3` |
| I/O pin total | `10` |
| Worst hold slack | `340 ps` |
| Row count | `27` |
| Synth Cell Area | `536 um2` |
| CP peak stage delay | `470 ps` |
| Yosys top cell by area | `dfstp_2` |
| Ys cells | `27` |
| Ys async rst share | `100%` |
| Synth-to-layout area growth | `47.4%` |
| Worst path cell trace | `clkdlybuf4s50_1` |
| Sw Pwr | `0.157 mW` |
| Log Warnings | `25` |
| Met3 routed WL | `105 um` |
| Final ANT Viol Nets | `0` |
| Post-synth top flop | `dfstp_2` |
| M1 wire length | `442 um` |
| Met2 WL post-DR | `317 um` |
| Count of input and output buffers | `9` |
| CTS Sinks | `15` |
| Cell family with most CP delay | `buffers and inverters` |
| DRC | `0` |
| CP Max Fanout | `2` |
| Final Hold Violating Endpoints | `0` |
| Max Root-Sink Buffers | `2` |
| Maximum VDD drop | `0.406 mV` |
| DRT Wirelength | `865 um` |
| Biggest area cells | `dfstp_2 54%, mux2_4 20%, dfrtp_1 19%, xnor2_1 3.3%, buf_6 2.1%` |
| Clock input transition at the sequential cells of the worst setup and hold paths | `50 ps` |
| Detailed Route Iter0 Violations | `20` |
| Place WS | `48.1 ps` |
| Post-DP HPWL | `648 um` |
| Post-synth seq share | `72.7%` |
| Worst skew pair latency | `250 ps` |
==> cells by family (layout without fill, tap and decap cells) <==
| group | after synthesis | count (layout) | synth area share [%] |
|---|---|---|---|
| xor gates and xnor gates | 3 | 3 | 4.91 |
| DFF | 15 | 15 | 72.7 |
| muxes | 7 | 7 | 19.6 |
| buffers and inverters | 2 | 18 | 2.80 |
==> timing repair <==
item                       CTS  global route
gates cloned                 0             0
hold buffers                 0             0
resized                      5             1
setup endpoints to repair    5             1
setup buffers                2             0
==> power groups by stage <==
| stage | clock network, mW | registers, mW | logic, mW |
|---|---|---|---|
| CTS | 0.357 | 0.435 | 0.0313 |
| global route | 0.382 | 0.435 | 0.0334 |
| finish | 0.339 | 0.435 | 0.0308 |
==> worst max path at each step <==
| stage | start | endpoint | slack [ps] |
|---|---|---|---|
| 4_1_cts | random[6]$_DFFE_PP0P_ | random[6] | 30 |
| 5_1_grt | random[4]$_DFFE_PP0P_ | random[4] | 20 |
| 6_report | random[4]$_DFFE_PP0P_ | random[4] | 70 |
==> cell usage in the layout, fill, tap and decap left out <==
cell | netlist | routed
mux2_4 | 7 | 7
buf_12 | 0 | 1
buf_4 | 0 | 3
xnor2_1 | 2 | 2
dfrtp_1 | 4 | 4
clkdlybuf4s50_1 | 0 | 3
dfstp_2 | 11 | 11
clkinv_2 | 0 | 1
inv_1 | 1 | 1
xor2_1 | 1 | 1
dlygate4sd2_1 | 0 | 5
dlymetal6s2s_1 | 0 | 1
clkbuf_8 | 0 | 3
==> routing by layer <==
metal / GRT usage, % / vias up
li1: - / 120
met5: 0 / -
met3: 1.68 / 0
met1: 3.27 / 125
met4: 0.125 / 0
met2: 2.57 / 11
==> final cells by class <==
type,instances,area (um2),area share (%)
repair buffers,13,129,16.3
well taps,72,90.1,11.4
flip-flops and latches,15,389,49.3
clock inverters,1,5.00,0.634
inverters,1,3.75,0.475
clock buffers,3,41.3,5.23
multi-input cells,10,131,16.6
Power is estimated from default activity; no workload was simulated.
